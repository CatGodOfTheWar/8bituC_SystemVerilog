==> /design/flow/run.sh <==
#!/bin/bash
# OpenROAD 26Q1-2900-gdf79404cd8, Yosys 0.63+post, stock flow scripts
make -C /OpenROAD-flow-scripts/flow DESIGN_CONFIG=/design/flow/config.mk WORK_HOME=/design/flow/orfs finish
==> /design/flow/design.v <==
module Adder8bit(
    input logic        sub,
    input logic [7:0]  A,
    input logic [7:0]  B,
    output logic [7:0] C
);
    always_comb begin 
        C = A + (sub ? -B : B);
    end 
endmodule 
module BCD_7Seg(
    input logic [3:0]  Binary_input,
    output logic [6:0] Seg_out
    );
    const logic [6:0] Seg_lut [0:15] = {
        7'b0000001,  
        7'b1001111,  
        7'b0010010,  
        7'b0000110,  
        7'b1001100,  
        7'b0100100,  
        7'b0100000,  
        7'b0001111,  
        7'b0000000,  
        7'b0000100,  
        7'b1111111,  
        7'b1111111,  
        7'b1111111,  
        7'b1111111,  
        7'b1111111,  
        7'b1111111   
    };
    assign Seg_out = Seg_lut[Binary_input];
endmodule
module CU(
    input logic        Enter,
    input logic        Clk,
    input logic        Reset,
    input logic        Aeq0,
    input logic        Apos,
    input logic [2:0]  IR,
    output logic       IRload,
    output logic       JMPmux,
    output logic       PCload,
    output logic       Meminst,
    output logic       MemWr,
    output logic [1:0] Asel,
    output logic       Aload,
    output logic       Sub,
    output logic       Halt
    );
    logic [3:0] Q;
    logic [3:0] Q_bar;
    wire [4:0] and_gate_g;
    wire [3:0] or_gate_ff;
    wire [2:0] and_gate_ff;
    wire [1:0] and_gate_jmp_pc;
    wire [1:0] and_gate_pc;
    wire and_gate_Meminst;
    wire [1:0] and_gate_Aload;
    Flip_Flop U0 (
        .clk(Clk),
        .clear(Reset),
        .D(or_gate_ff[0]),
        .Q(Q[0]),
        .Q_bar(Q_bar[0])
    );
    Flip_Flop U1 (
        .clk(Clk),
        .clear(Reset),
        .D(or_gate_ff[1]),
        .Q(Q[1]),
        .Q_bar(Q_bar[1])
    );
    Flip_Flop U2 (
        .clk(Clk),
        .clear(Reset),
        .D(or_gate_ff[2]),
        .Q(Q[2]),
        .Q_bar(Q_bar[2])
    );
    Flip_Flop U3 (
        .clk(Clk),
        .clear(Reset),
        .D(or_gate_ff[3]),
        .Q(Q[3]),
        .Q_bar(Q_bar[3])
    );
    assign or_gate_ff[3] = and_gate_g[4] | and_gate_g[3] | and_gate_g[2];
    assign or_gate_ff[2] = and_gate_g[2] | and_gate_ff[2] | and_gate_g[4];
    assign or_gate_ff[1] = and_gate_g[1] | and_gate_ff[1] | and_gate_g[4];
    assign or_gate_ff[0] = and_gate_g[0] | and_gate_ff[0] | and_gate_g[4];
    assign and_gate_ff[2] = and_gate_g[3] & IR[2];
    assign and_gate_ff[1] = and_gate_g[3] & IR[1];
    assign and_gate_ff[0] = and_gate_g[3] & IR[0];
    assign and_gate_g[4] = Q[0] & Q[1] & Q[2] & Q[3];
    assign and_gate_g[3] = Q_bar[0] & Q[1] & Q_bar[2] & Q_bar[3];
    assign and_gate_g[2] = Q_bar[0] & Q_bar[1] & Q[2] & Q[3] & ~Enter;
    assign and_gate_g[1] = Q[0] & Q_bar[1] & Q_bar[2] & Q_bar[3];
    assign and_gate_g[0] = Q_bar[0] & Q_bar[1] & Q_bar[2] & Q_bar[3];
    assign IRload = Q_bar[3] & Q_bar[2] & Q_bar[1] & Q[0];
    assign and_gate_jmp_pc[1] = Q[3] & Q[2] & Q_bar[1] & Q[0];
    assign and_gate_jmp_pc[0] = Q[3] & Q[2] & Q[1] & Q_bar[0];
    assign JMPmux = and_gate_jmp_pc[1] | and_gate_jmp_pc[0];
    assign and_gate_pc[1] = and_gate_jmp_pc[1] & Aeq0;
    assign and_gate_pc[0] = and_gate_jmp_pc[0] & Apos;
    assign PCload = IRload | and_gate_pc[1] | and_gate_pc[0];
    assign and_gate_Meminst = Q_bar[3] & Q_bar[2] & Q[1] & Q_bar[0];
    assign MemWr = Q[3] & Q_bar[2] & Q_bar[1] & Q[0];
    assign Meminst = and_gate_Meminst | MemWr;
    assign Asel[1] = Q[3] & Q_bar[2] & Q_bar[1] & Q_bar[0];
    assign Asel[0] = Q[3] & Q[2] & Q_bar[1] & Q_bar[0];
    assign and_gate_Aload[1] = Q[3] & Q_bar[1] & Q_bar[0];
    assign and_gate_Aload[0] = Q[3] & Q_bar[2] & Q[1];
    assign Aload = and_gate_Aload[1] | and_gate_Aload[0];
    assign Sub = Q[3] & Q_bar[2] & Q[1] & Q[0];
    assign Halt = Q[3] & Q[2] & Q[1] & Q[0];
endmodule
module Clk_devider(
    input logic  Clk_in,
    output logic Clk_out
    );
    logic [24:0] counter = 25'd0;
    always_ff @(posedge Clk_in) begin 
        if(counter == 24_999_999) begin
            Clk_out <= ~Clk_out;
            counter <= 25'd0;
        end else begin 
            counter <= counter + 1;
        end
    end 
endmodule
module DP(
    input logic        Clk,
    input logic        IRload,
    input logic        JMPmux,
    input logic        PCload,
    input logic        Meminst,
    input logic        MemWr,
    input logic        Aload,
    input logic        Reset,
    input logic        Sub,
    input logic [1:0]  Asel,
    input logic [7:0]  Data_input,
    output logic       Aeq0,
    output logic       Apos,
    output logic [2:0] IR,
    output logic [7:0] Data_output
    );
    logic [7:0] Mux4to1_out;
    logic [7:0] Adder8bit_out;
    logic [7:0] RAM_out;
    logic [4:0] Mux2to1_addr_out;
    logic [4:0] Mux2to1_jmp_out;
    logic [4:0] Register5bit_out;
    logic [4:0] Incr5bit_out;
    logic [7:0] Register8bit_out;
    logic [4:0] IR_intern;
    Mux4to1 U1 (
        .sel(Asel),
        .A(Adder8bit_out),
        .B(Data_input),
        .C(RAM_out),
        .D(8'h00),
        .E(Mux4to1_out)
    );
    Register8bit U2 (
        .clk(Clk),
        .clear(Reset),
        .load(Aload),
        .D(Mux4to1_out),
        .Q(Data_output)
    );
    Adder8bit U3 (
        .sub(Sub),
        .A(Data_output),
        .B(RAM_out),
        .C(Adder8bit_out)
    ); 
    RAM32LocX8bit U4 (
        .clk(Clk),
        .WE(MemWr),
        .addr(Mux2to1_addr_out),
        .D(Data_output),
        .Q(RAM_out)
    );
    Mux2to1 U5 (
        .sel(Meminst),
        .A(Register5bit_out),
        .B(IR_intern),
        .C(Mux2to1_addr_out)
    );
    Register5bit U6 (
        .clk(Clk),
        .clear(Reset),
        .load(PCload),
        .D(Mux2to1_jmp_out),
        .Q(Register5bit_out)
    );
    Mux2to1 U7 (
        .sel(JMPmux),
        .A(Incr5bit_out),
        .B(IR_intern),
        .C(Mux2to1_jmp_out)
    );
    Incr5bit U8 (
        .D(Register5bit_out),
        .Q(Incr5bit_out)
    );
    Register8bit U9 (
        .clk(Clk),
        .clear(Reset),
        .load(IRload),
        .D(RAM_out),
        .Q(Register8bit_out)
    );
    assign IR = Register8bit_out[7:5];
    assign IR_intern = Register8bit_out[4:0];
    assign Aeq0 = ~|Data_output;
    assign Apos = ~Data_output[7];
endmodule
module EC_2(
    input logic        Enter,
    input logic        Clk,
    input logic        Reset, 
    input logic [7:0]  Data_input,
    output logic       Halt,
    output logic [7:0] Data_output
    );
    logic       Aeq0;
    logic       Apos;
    logic [2:0] IR;
    logic       IRload;
    logic       JMPmux;
    logic       PCload;
    logic       Meminst;
    logic       MemWr;
    logic [1:0] Asel;
    logic       Aload;
    logic       Sub;
    CU U1 (
        .Enter(Enter),
        .Clk(Clk),
        .Reset(Reset),
        .Aeq0(Aeq0),
        .Apos(Apos),
        .IR(IR),
        .IRload(IRload),
        .JMPmux(JMPmux),
        .PCload(PCload),
        .Meminst(Meminst),
        .MemWr(MemWr),
        .Asel(Asel),
        .Aload(Aload),
        .Sub(Sub),
        .Halt(Halt)  
    );
    DP U2 (
        .Clk(Clk),
        .IRload(IRload),
        .JMPmux(JMPmux),
        .PCload(PCload),
        .Meminst(Meminst),
        .MemWr(MemWr),
        .Aload(Aload),
        .Reset(Reset),
        .Sub(Sub),
        .Asel(Asel),
        .Data_input(Data_input),
        .Aeq0(Aeq0),
        .Apos(Apos),
        .IR(IR),
        .Data_output(Data_output)
    );
endmodule
module EC_2_fpga(
    input logic        Reset,
    input logic        Enter,
    input logic        Clk,
    input logic [7:0]  Data_input,
    output logic       Halt,
    output logic [6:0] Segs,
    output logic [2:0] Digit_select
    );
    logic One_shot_enter;
    logic Clk_out_devider;
    logic [7:0] Data_output_EC_2;
    EC_2 U1 (
        .Enter(One_shot_enter),
        .Clk(Clk_out_devider),
        .Reset(Reset),
        .Data_input(Data_input),
        .Halt(Halt),
        .Data_output(Data_output_EC_2)
    );
    One_shot U2 (
        .Clk(Clk),
        .Btn_input(Enter),
        .Pulse_out(One_shot_enter)
    );
    Clk_devider U3 (
        .Clk_in(Clk),
        .Clk_out(Clk_out_devider) 
    );
    Mux_Seg U4 (
        .Clk(Clk),
        .Data_input(Data_output_EC_2),
        .Seg_out(Segs),
        .Digit_select(Digit_select)
    );
endmodule
module Flip_Flop(
    input logic        clk,
    input logic        clear,
    input logic [7:0]  D,
    output logic [7:0] Q,
    output logic [7:0] Q_bar
    );
    always_ff @(posedge clk or posedge clear) begin 
        if(clear) 
            Q <= 8'h00;
        else 
            Q <= D;
    end
    assign Q_bar = ~Q;
endmodule
module Incr5bit(
    input logic  [4:0] D,
    output logic [4:0] Q
);
    always_comb begin
        Q = D + 1;
    end
endmodule 
module Mux2to1(
    input logic        sel,
    input logic [4:0]  A,
    input logic [4:0]  B,
    output logic [4:0] C
);
    always_comb begin 
        C = sel? B : A;
    end
endmodule
module Mux4to1(
    input logic [1:0] sel,
    input logic [7:0] A,
    input logic [7:0] B,
    input logic [7:0] C,
    input logic [7:0] D,
    output logic [7:0] E
);
    always_comb begin 
        case(sel) 
            2'd0: E = A;
            2'd1: E = B; 
            2'd2: E = C;
            2'd3: E = D;
            default: E = 8'h00;
        endcase
    end
endmodule
module Mux_Seg(
    input logic        Clk,
    input logic [7:0]  Data_input,
    output logic [6:0] Seg_out,
    output logic [2:0] Digit_select
    );
    logic [3:0] Units_digit;
    logic [3:0] Tens_digit;
    logic [3:0] Hunderds_digit;
    logic [1:0] Current_digit;
    logic [3:0] BCD_current;
    always_comb begin
        Hunderds_digit = Data_input / 100;
        Tens_digit =     (Data_input % 100) / 10;
        Units_digit =    Data_input % 10;
    end
    always_ff @(posedge Clk) begin 
        if(Current_digit == 2'd2) 
            Current_digit <= 2'd0;
        else
            Current_digit <= Current_digit + 1;
    end
    always_comb begin 
        case(Current_digit)
            2'd0: BCD_current = Units_digit;
            2'd1: BCD_current = Tens_digit;
            2'd2: BCD_current = Hunderds_digit;
            default: BCD_current = 4'd0;
        endcase 
    end
    always_comb begin 
        Digit_select = 3'b111;
        Digit_select[Current_digit] = 1'b0;
    end
    BCD_7Seg U1 (
        .Binary_input(BCD_current),
        .Seg_out(Seg_out)
    );
endmodule
module One_shot(
    input logic Clk,
    input logic Btn_input,
    output logic Pulse_out
    );
    logic Btn_input_prev;
    always_ff @(posedge Clk) begin
        Pulse_out <= Btn_input & ~Btn_input_prev;
        Btn_input_prev <= Btn_input;
    end
endmodule
module RAM32LocX8bit(
    input logic        clk,
    input logic        WE,
    input logic [4:0]  addr,
    input logic [7:0]  D,
    output logic [7:0] Q
);
    logic [7:0] mem [0:31];
    initial begin
        $readmemh("ram_init.mem", mem); 
    end
    always_ff @(posedge clk) begin 
        if(WE) 
            mem[addr] <= D;
        Q <= mem[addr];
    end
endmodule 
module Register5bit(
    input logic  clk, 
    input logic  clear, 
    input logic  load,
    input logic  [4:0] D,
    output logic [4:0] Q
    );
    always_ff @(posedge clk or posedge clear) begin
        if(clear)
            Q <= '0;
        else if(load)
            Q <= D;
    end
endmodule
module Register8bit(
    input logic  clk, 
    input logic  clear, 
    input logic  load,
    input logic  [7:0] D,
    output logic [7:0] Q
    );
    always_ff @(posedge clk or posedge clear) begin
        if(clear)
            Q <= '0;
        else if(load)
            Q <= D;
    end
endmodule
==> /design/flow/config.mk <==
export PLATFORM = sky130hd
export DESIGN_NAME = EC_2_fpga
export DESIGN_NICKNAME = EC_2_fpga
export VERILOG_FILES = /design/flow/design.v
export SDC_FILE = /design/flow/constraint.sdc
export NUM_CORES = 4
export LEC_CHECK = 1
export CORE_UTILIZATION = 50
export SYNTH_HDL_FRONTEND = slang
==> /design/flow/constraint.sdc <==
current_design EC_2_fpga

set clk_period 9.9
set clk_io_pct 0.2

create_clock -name clk0 -period $clk_period [get_ports {Clk}]

set non_clock_inputs [all_inputs -no_clocks]
set_input_delay [expr $clk_period * $clk_io_pct] -clock clk0 $non_clock_inputs
set_output_delay [expr $clk_period * $clk_io_pct] -clock clk0 [all_outputs]
==> out/writeup.txt <==
With the routability-driven placement congestion ratio at 0.925, the relative slew slack is 0.416. After global routing the overflow that remains totals 0. The run gives 0.441 for the area share of the largest cell type after synthesis.

Counting pins that exceed their max-slew limit in the final report gives 0. The worst register-to-register path ends at U3.counter[22]$_SDFF_PN0_. By instance count after routing, the leading logic cell types are 338 x buf_4, 257 x edfxtp_1, 139 x nor2_1. Subtracting the final worst setup slack from the clock period gives 16.26 ns. Per the placement report, the placed cell count is 2170.

After synthesis, the cell types taking the most area are edfxtp_1 44%, mux4_2 8.2%, dfxtp_1 4.2%. The floorplan step set the die width to 189 um. The number of input and output port buffers inserted works out to 21. The largest single stage delay on the critical path is 0.59 ns. With the final worst-path setup slack at -6.36 ns, the final tally of hold violations is 0. The startpoint kind of the worst setup timing path is a flip-flop. Per the synth log, the flip-flop and latch total comes to 319.

For the detailed placer's ending HPWL, the log shows 31500 um. The logs give 7 for the final count of negative-setup-slack endpoints and 13247 for the via count. The slowest stage of the critical path belongs to the cell or4b_4.

The logs give 0.270 for the global router's overall resource usage and 0.00703 uW for the cell leakage power. In this run the layout overhead on the synthesized area is reported as 23.5%. The region available for standard cell placement spans 34500 um^2.

The critical path endpoint has a required time of 7.92 ns. Counting only logic cells after layout, the most numerous master is buf_4. In this run the register-to-register setup slack is 7.75 ns. The run gives 17500 um^2 for the post-synthesis instance area. With the number of unconstrained endpoints at 546, the synthesized chip area reported by yosys is 17500 um^2. The checks that failed: setup timing. The largest buffer count on any clock path was 2. The path with the worst hold slack has its endpoint at U2.Pulse_out$_DFF_P_. For this run, design rule violations remaining after detail routing come to 0.

The report lists the number of standard-cell rows as 68. The number of distinct library cell variants in the gate-level netlist after synthesis is 102, and the fmax is 61.5 MHz. The number of cells reported by Yosys stat comes to 1472. Entering global routing, the biggest net connects 104 pins. Per the detail_route report, inserted antenna diodes total 0. TritonCTS built the clock tree. The arrival time of data at the worst endpoint is listed as 14.28 ns. The number of maximum-capacitance violations recorded for the run is 0.

The post-detailed-route count of antenna-violating nets is 0, and the count of flip-flops with a built-in enable after synthesis is 257. Of all cell types, the one taking the most synthesized area is edfxtp_1. The share of the core filled with cells is 0.626. Number of stages on the worst hold path: 1. The tools report the worst-case hold slack as 0.380 ns.

The run gives 5 for the number of buffers created by CTS. The number of register pins that no clock reaches came out at 289. Startpoint of the lowest-slack register-to-register path: U3.counter[0]$_SDFF_PN0_. The start point of the worst hold path is U2.Btn_input_prev$_DFF_P_. For the total I/O pin count, the log shows 22. Cell repeated most along the worst path: ha_4.

The later pin in the worst-skew pair is clocked with a latency of 0.27 ns. The number of global-route vias before repair is 13355. The synthesis report names the predominant flop master as edfxtp_1. The areal power density over the cells was 48.5 nW/um^2. The min-delay analysis places its worst path in the category reg2reg.

Total power for the finished layout comes to 1050 uW. The script logs the ratio of routed vias to standard cells as 5.91. The share of the clock period used by the worst path after layout was 1.64; the number of H-tree levels was 2. The share of the core filled by cells before placement is 0.507, and the DRC violation total after the first TritonRoute iteration is 696.

The analysis reports a worst IR drop on VDD of 0.100 mV. Leaving out filler cells and counting taps, the final layout contains 2241. The number of antenna violations at the first check in global routing is 0.

With the maximum net fanout on the critical path at 7, the die outline height is 189 um. Clock-pin slew was measured on the worst setup and hold paths at 0.05 ns. The run gives 0 for the hold-fix buffer count after cts. The minimum setup slack after placement came out at -6.36 ns. For the yosys warning tally, the log shows 0. The flow ran to the end, but the final reports show violations. The global-route wire length before repair came out at 70800 um. STA classifies the critical path endpoint as an output pin.

The ratio of cells with drive above 1 in the final layout came out at 0.330. The run gives 1472 for the cell count after synthesis. The tools report the buffer cell driving the clock tree root as clkbuf_16. Setup repair after global routing could not meet its margin everywhere.

The critical path class is reg2out. The synthesized area divided by synthesized cell count is 11.9 um^2, and the total die area is 35800 um^2. The run gives 5 for the number of search-and-repair iterations in the first detailed-routing pass.

The per-cell routed wire length is 19.8 um, and the share of the yosys chip area belonging to registers is 0.519. OpenSTA lists the critical path startpoint as U4.Current_digit[1]$_SDFF_PN0_. The number of cells on the worst reg-to-reg path is 9.

With the proportion of synthesized flip-flops having asynchronous set or reset at 0.0784, the number of warnings in the stage logs is 43. The pin slew with the least headroom to its limit was 0.876 ns; the post-detailed-routing wire length was 44400 um. The clock arrives with 0.00362 ns of skew.
## routing by layer
| metal | global-route usage | up-vias | share of wire |
|---|---|---|---|
| li1 | - | 6330 | - |
| met1 | 0.384 | 6478 | 0.42 |
| met2 | 0.443 | 406 | 0.50 |
| met3 | 0.0895 | 33 | 0.069 |
| met4 | 0.0319 | 0 | 0.012 |
| met5 | 0 | - | 0 |
## worst max-delay path: cells and delay by family (launching register included)
family	cells	cell delay [ns]
xor+xnor	1	0.26
buf+inv	10	1.38
mux	4	0.94
compound gates	26	4.54
fa+ha+maj	9	2.07
flops	1	0.32
simple gates	27	4.45
## stage by stage
step / TNS [ns] / instance area (um^2)
finish: -43.95 / 21600
global route: -49.78 / 21600
CTS: -42.02 / 21200
detailed placement: -44.03 / 20500
global placement: -42.84 / 20500
floorplan: -43.30 / 17800
## synth_stat cells (13+ instances only)
library cell and instances:
a211oi_1 14, a21oi_1 54, a22oi_1 32, a31oi_1 14, and3_1 14, clkbuf_1 46, dfrtp_1 25, dfxtp_1 37
edfxtp_1 257, ha_1 52, inv_1 34, mux2_2 13, mux2i_1 33, mux4_2 64, nand2_1 107, nand2b_1 18
nand3_1 37, nand4_1 25, nor2_1 148, nor3_1 47, nor4_1 13, o211ai_1 15, o21ai_0 56, xnor2_1 40
xor2_1 29
## cell type report
type                       instances  area [um^2]
clock buffer                       6          139
clock inverter                     2         11.3
fill                            2659        12900
inverter                          34          131
multi-input combinational       1053         8830
sequential                       319         9090
tap                              455          569
timing repair buffer             372         2870
## timing repair
item / in CTS / in global routing
gates cloned: 0 / 0
resized: 78 / 62
buffers inserted: 46 / 19
endpoints found under the setup margin: 7 / 7
pin swaps: 50 / 74
endpoints found under the hold margin: 0 / 0
## sequential cells by signal, indices dropped and copies added, names as in the netlist, 2 cells and up
register	count
U1.U2.U2.Q	8
U1.U2.U4.Q	8
U1.U2.U4.mem	256
U1.U2.U6.Q	5
U1.U2.U9.Q	8
U3.counter	25
U4.Current_digit	2
## cells by family after synthesis
logic type,share of synthesized area
buffers and inverters,0.0224
xor gates and xnor gates,0.0364
other,0.000214
and+or+nand+nor,0.141
adders and majority gates,0.0389
AOI/OAI and AO/OA,0.133
DFF,0.519
muxes,0.109
## report_power, final
| part | internal [uW] | switching, uW |
|---|---|---|
| combinational | 413 | 358 |
| sequential | 122 | 0.201 |
| clock | 99.6 | 56.9 |
| total | 634 | 415 |
## how the worst max path moves through the flow
| stage | to | slack [ns] |
|---|---|---|
| CTS | Segs[4] | -6.13 |
| global route | Segs[2] | -7.22 |
| finish | Segs[2] | -6.36 |
Power is estimated from default activity; no workload was simulated.
